<file path="design.v">
module xtdata_gate(xtout,xtin,en);
  parameter size=32;  
  output [size-1:0] xtout;
  input [size-1:0] xtin;
  input en;
  assign xtout = {size{en}} & xtin;
endmodule  
module xtdata_gate_mux(xtout,xtin,xtin_prev,en);
  parameter size=32;  
  output [size-1:0] xtout;
  input [size-1:0] xtin;
  input [size-1:0] xtin_prev;
  input en;
  assign xtout = en ? xtin : xtin_prev;
endmodule  
module xtRFenlatch(xtRFenlatchout,xtin,xten,clk);
   parameter size = 32;  
   output [size-1:0] xtRFenlatchout;
   input [size-1:0]  xtin;
   input 	     xten;
   input 	     clk;
   reg [size-1:0]    xtRFenlatchout;
 always @(clk or xten or xtin or xtRFenlatchout) begin
   if (clk)
      xtRFenlatchout <= #1 (xten) ? xtin : xtRFenlatchout;
 end
endmodule
module xtRFlatch(xtRFlatchout,xtin,clk);
   parameter size = 32;  
   output [size-1:0] xtRFlatchout;
   input [size-1:0]  xtin;
   input 	     clk;
   reg [size-1:0]    xtRFlatchout;
 always @(clk or xtin) begin
   if (clk)
      xtRFlatchout <= #1 xtin;
 end
endmodule
module xtadd(xtout, a, b);
   parameter size = 32;  
   output [size-1:0] xtout;
   input [size-1:0]  a;
   input [size-1:0]  b;
   assign xtout = a + b;
endmodule
module xtaddc(sum, carry, a, b, c);
   parameter size = 32;  
   output [size-1:0] sum;
   output            carry;
   input [size-1:0]  a;
   input [size-1:0]  b;
   input             c;
   assign {carry,sum} = a + b + c;
endmodule
module xtaddcin(xtout, a, b, c);
   parameter size = 32;  
   output [size-1:0] xtout;
   input [size-1:0]  a;
   input [size-1:0]  b;
   input             c;
   assign xtout = a + b + c;
endmodule
module xtaddcout(sum, carry, a, b);
   parameter size = 1;  
   output [size-1:0] sum;
   output            carry;
   input [size-1:0]  a;
   input [size-1:0]  b;
   assign {carry,sum} = a + b;
endmodule
module xtbooth(xtout, cin, a, b, sign, negate);
parameter size = 16;  
output [size+1:0] xtout;
output cin;
input [size-1:0] a;
input [2:0] b;
input sign, negate;
    wire ase = sign & a[size-1];
    wire [size+1:0] ax1 = {ase, ase, a};
    wire [size+1:0] ax2 = {ase, a, 1'd0};  
    wire one = b[1] ^ b[0];
    wire two = b[2] ? ~b[1] & ~b[0] : b[1] & b[0];
    wire cin = negate ? (~b[2] & (b[1] | b[0])) : (b[2] & ~(b[1] & b[0]));
    wire [size+1:0] size_one = {size+2{one}};
    wire [size+1:0] size_cin = {size+2{cin}};
    wire [size+1:0] size_two = {size+2{two}};
    assign xtout = size_cin ^ (ax1 & size_one | ax2 & size_two);
endmodule
module xtcompare(xtout, a, b);
   parameter size = 32;  
   output 	    xtout;
   input [size-1:0] a;
   input [size-1:0] b;
   assign xtout = (a == b);
endmodule  
module xtcsa (sum, carry, a, b, c);
   parameter size = 1;  
   output [size-1:0]	sum;
   output [size-1:0]	carry;
   input [size-1:0]	a;
   input [size-1:0]	b;
   input [size-1:0]	c;
   assign sum = a ^ b ^ c;
   assign carry = (a & b) | (b & c) | (c & a) ;
endmodule
module xtascflop(xtout, xtin, clrb, clk);        
   parameter size = 32;  
   output [size-1:0] xtout;
   input [size-1:0]  xtin;
   input             clrb;
   input           clk;
   reg [size-1:0]    tmp;
   assign xtout = tmp;
   always @(posedge clk or negedge clrb) begin
      if (!clrb) tmp <= #1 {size{1'b0}};
      else tmp <= #1 xtin;
   end
endmodule  
module xtaspflop(xtout, xtin, presetb, clk);        
   parameter size = 32;  
   output [size-1:0] xtout;
   input [size-1:0]  xtin;
   input             presetb;
   input           clk;
   reg [size-1:0]    tmp;
   assign xtout = tmp;
   always @(posedge clk or negedge presetb) begin
      if (!presetb) tmp <= #1 {size{1'b1}};
      else tmp <= #1 xtin;
   end
endmodule  
module xtascenflop(xtout, xtin, en, clrb, clk);        
   parameter size = 32;  
   output [size-1:0] xtout;
   input [size-1:0]  xtin;
   input           en;
   input             clrb;
   input           clk;
   reg [size-1:0]    tmp;
   assign xtout = tmp;
   always @(posedge clk or negedge clrb) begin
      if (!clrb) tmp <= #1 {size{1'b0}};
      else if (en)
      tmp <= #1 xtin;
   end
endmodule  
module xtaspenflop(xtout, xtin, en, presetb, clk);        
   parameter size = 32;  
   output [size-1:0] xtout;
   input [size-1:0]  xtin;
   input           en;
   input             presetb;
   input           clk;
   reg [size-1:0]    tmp;
   assign xtout = tmp;
   always @(posedge clk or negedge presetb) begin
      if (!presetb) tmp <=  #1 {size{1'b1}};
      else if (en)
      tmp <= #1 xtin;
   end
endmodule  
module xtassflop(xtout, xtin, setb, xtsval, clk);	 
   parameter size = 32;  
   output [size-1:0] xtout;
   input [size-1:0]  xtin;
   input [size-1:0]  xtsval;
   input             setb;
   input 	     clk;
   wire [size-1:0]    tmp_int;
   wire [size-1:0]    tmp = tmp_int ^ xtsval;
   wire [size-1:0]    xtin_int = xtin ^ xtsval;
   xtascflop #(size) acflop_i (tmp_int, xtin_int, setb, clk);
   assign xtout = tmp;
endmodule 
module xtassenflop(xtout, xtin, en, setb, xtsval, clk);	 
   parameter size = 32;  
   output [size-1:0] xtout;
   input [size-1:0]  xtin;
   input [size-1:0]  xtsval;
   input 	     en;
   input             setb;
   input 	     clk;
   wire [size-1:0]    tmp_int;
   wire [size-1:0]    tmp = tmp_int ^ xtsval;
   wire [size-1:0]    xtin_int = xtin ^ xtsval;
   xtascenflop #(size) acenflop_i (tmp_int, xtin_int, en, setb, clk);
   assign xtout = tmp;
endmodule
module xtenflop(xtout, xtin, en, clk);
   parameter size = 32;  
   output [size-1:0] xtout;
   input [size-1:0]  xtin;
   input 	     en;
   input 	     clk;
   reg [size-1:0]    tmp;
   assign xtout = tmp;
   always @(posedge clk) begin
         tmp <= #1 (en) ? xtin : tmp;
   end
endmodule
module xtnenflop(xtout, xtin, en, clk);
   parameter size = 32;  
   output [size-1:0] xtout;
   input [size-1:0]  xtin;
   input 	     en;
   input 	     clk;
   reg [size-1:0]    tmp;
   assign xtout = tmp;
   always @(negedge clk) begin
         tmp <= #1 (en) ? xtin : tmp;
   end
endmodule
module xtfa(sum, carry, a, b, c);
output sum, carry;
input a, b, c;
    assign sum = a ^ b ^ c;
    assign carry = a & b | a & c | b & c;
endmodule
module xtflop(xtout, xtin, clk);
   parameter size = 32;  
   output [size-1:0] xtout;
   input [size-1:0]  xtin;
   input 	     clk;
   reg [size-1:0]    tmp;
   assign xtout = tmp;
   always @(posedge clk) begin
         tmp <= #1 xtin;
   end
endmodule
module xtha(sum, carry, a, b);
output sum, carry;
input a, b;
    assign sum = a ^ b;
    assign carry = a & b;
endmodule
module xtinc(xtout, a);
   parameter size = 32;  
   output [size-1:0] xtout;
   input [size-1:0]  a;
   assign xtout = a + 1;
endmodule
module xtmux2e(o, d0, d1, s);
   parameter size = 32;  
   output [size-1:0] o;
   input [size-1:0]  d0;
   input [size-1:0]  d1;
   input 	     s;
   assign o = (~s) ? d0 : d1;
endmodule
module xtmux3e(o, d0, d1, d2, s);
   parameter size = 32;  
   output [size-1:0] o;
   input [size-1:0]  d0;
   input [size-1:0]  d1;
   input [size-1:0]  d2;
   input [1:0] 	     s;
   reg [size-1:0]    o;
   always @(s or d0 or d1 or d2) begin : xtmux3e
      case (s)		
	2'b00:
	  o = d0;
	2'b01:
	  o = d1;
	2'b10:
	  o = d2;
	default:
	  o = {size{1'bx}};
      endcase  
   end  
endmodule
module xtmux4e(o, d0, d1, d2, d3, s);
   parameter size = 32;  
   output [size-1:0] o;
   input [size-1:0]  d0;
   input [size-1:0]  d1;
   input [size-1:0]  d2;
   input [size-1:0]  d3;
   input [1:0]	     s;
   reg [size-1:0]    o;
   always @(s or d0 or d1 or d2 or d3) begin : xtmux4e
      case (s)	
	2'b00:
	  o = d0;
	2'b01:
	  o = d1;
	2'b10:
	  o = d2;
	2'b11:
	  o = d3;
	default:
	  o = {size{1'bx}};
      endcase  
   end  
endmodule
module xtnscflop(xtout, xtin, clrb, clk);
   parameter size = 32;  
   output [size-1:0] xtout;
   input [size-1:0]  xtin;
   input	     clrb;
   input 	     clk;
   reg [size-1:0]    tmp;
   assign xtout = tmp;
   always @(negedge clk) begin
         tmp <= #1 (!clrb) ? {size{1'b0}} : xtin;
   end  
endmodule
module xtscflop(xtout, xtin, clrb, clk);	 
   parameter size = 32;  
   output [size-1:0] xtout;
   input [size-1:0]  xtin;
   input	     clrb;
   input 	     clk;
   reg [size-1:0]    tmp;
   assign xtout = tmp;
   always @(posedge clk) begin
         tmp <= #1 (!clrb) ? {size{1'b0}} : xtin;
   end
endmodule
module xtscenflop(xtout, xtin, en, clrb, clk);	 
   parameter size = 32;  
   output [size-1:0] xtout;
   input [size-1:0]  xtin;
   input 	     en;
   input             clrb;
   input 	     clk;
   reg [size-1:0]    tmp;
   assign xtout = tmp;
   always @(posedge clk) begin
         tmp <= #1 (!clrb) ? {size{1'b0}} : (en) ? xtin : tmp;
   end
endmodule
module xtssflop(xtout, xtin, setb, xtsval, clk);	 
   parameter size = 32;  
   output [size-1:0] xtout;
   input [size-1:0]  xtin;
   input [size-1:0]  xtsval;
   input             setb;
   input 	     clk;
   wire [size-1:0]    tmp_int;
   wire [size-1:0]    tmp = tmp_int ^ xtsval;
   wire [size-1:0]    xtin_int = xtin ^ xtsval;
   xtscflop #(size) scflop_i (tmp_int, xtin_int, setb, clk);
   assign xtout = tmp;
endmodule 
module xtssenflop(xtout, xtin, en, setb, xtsval, clk);	 
   parameter size = 32;  
   output [size-1:0] xtout;
   input [size-1:0]  xtin;
   input [size-1:0]  xtsval;
   input 	     en;
   input             setb;
   input 	     clk;
   wire [size-1:0]    tmp_int;
   wire [size-1:0]    tmp = tmp_int ^ xtsval;
   wire [size-1:0]    xtin_int = xtin ^ xtsval;
   xtscenflop #(size) scenflop_i (tmp_int, xtin_int, en, setb, clk);
   assign xtout = tmp;
endmodule
module xtspflop(xtout, xtin, presetb, clk);	 
   parameter size = 32;  
   output [size-1:0] xtout;
   input [size-1:0]  xtin;
   input	     presetb;
   input 	     clk;
   reg [size-1:0]    tmp;
   assign xtout = ~tmp;
   always @(posedge clk) begin
         tmp <= #1 (!presetb) ? {size{1'b0}} : ~xtin;
   end
endmodule  
module xtspenflop(xtout, xtin, en, presetb, clk);        
   parameter size = 32;  
   output [size-1:0] xtout;
   input [size-1:0]  xtin;
   input             en;
   input             presetb;
   input             clk;
   reg [size-1:0]    tmp;
   assign xtout = ~tmp;
   always @(posedge clk) begin
      tmp <= #1 (!presetb) ? {size{1'b0}} :
                (en)       ? ~xtin :
		             tmp;
   end
endmodule  
module xtclock_gate_xor(xtout,xtin1,xtin2);
 output xtout;
 input xtin1,xtin2;
 assign xtout = (xtin1 ^ xtin2);
endmodule
module xtclock_gate_nor(xtout,xtin1,xtin2);
 output xtout;
 input xtin1,xtin2;
 assign xtout = ~(xtin1 | xtin2);
endmodule
module xtclock_gate_or(xtout,xtclk,xten);
output xtout;
input  xtclk;
input  xten;
    assign xtout = (xten | xtclk);
endmodule
module xtclock_gate_nlatch(xtout,xtin,en);
 output xtout;
 input xtin;
 input en;
 reg xtout;
 always @(en or xtin) begin
  if (~en) begin
   xtout <= #1 xtin;
  end
 end
endmodule  
module xtclock_gate_and(xtout,xtclk,xten);
   output xtout;
   input  xtclk;
   input  xten;
 assign xtout = (xten & xtclk);
endmodule  
module xtgated_clock(xtout, xten, xtclk);
output xtout;
input xten, xtclk;
    wire temp;
    xtclock_gate_nlatch i0(temp, xten, xtclk);
    xtclock_gate_and i1(xtout, xtclk, temp);
endmodule
module xtgated_tmode_clock(xtout, xtmode, xten, xtclk);
output xtout;
input xtmode, xten, xtclk;
    wire en = xtmode | xten;
    xtgated_clock i0(xtout, en, xtclk);
endmodule
module xtclock_buffer (xtclkout, xtclkin);
output xtclkout;
input xtclkin;
    assign xtclkout = xtclkin;
endmodule   
module xtreset_async(xtfreset, xtlreset, xtreset, xtclk);
output xtfreset, xtlreset;
input xtreset, xtclk;
   wire fresetb;
   xtascflop #(1) asyncreset_fresetb_reg(fresetb,1'b1,!xtreset,xtclk);
   assign xtfreset = !fresetb;
   assign xtlreset = !fresetb;
endmodule
module xtreset_tmode_async(xtfreset, xtlreset, xtmode, xtreset, xtclk);
output xtfreset, xtlreset;
input xtmode, xtreset, xtclk;
   wire fresetb;
   xtascflop #(1) asyncreset_fresetb_reg(fresetb,1'b1,!xtreset,xtclk);
   assign xtfreset = xtmode ? xtreset : !fresetb;
   assign xtlreset = !fresetb;
endmodule
module xtreset_async_full(xtfreset, xtlreset, xtreset, xtclk);
output xtfreset, xtlreset;
input xtreset, xtclk;
   wire hresetb, fresetb;
   xtascflop #(1) asyncreset_hresetb_reg(hresetb,1'b1,!xtreset,xtclk);
   xtascflop #(1) asyncreset_fresetb_reg(fresetb,hresetb,!xtreset,xtclk);
   assign xtfreset = !fresetb;
   assign xtlreset = !fresetb;
endmodule
module xtreset_tmode_async_full(xtfreset, xtlreset, xtmode, xtreset, xtclk);
output xtfreset, xtlreset;
input xtmode, xtreset, xtclk;
   wire hresetb, fresetb;
   xtascflop #(1) asyncreset_hresetb_reg(hresetb,1'b1,!xtreset,xtclk);
   xtascflop #(1) asyncreset_fresetb_reg(fresetb,hresetb,!xtreset,xtclk);
   assign xtfreset = xtmode ? xtreset : !fresetb;
   assign xtlreset = !fresetb;
endmodule
module xtcmp(xtout, a, b, s);
   parameter size = 32;  
   output [4:0] xtout;
   input [size-1:0] a, b;
   input s;
   wire eq = a == b;
   wire ule = a <= b;
   wire aneg = a[size-1];
   wire bpos = ~b[size-1];
   wire sle = (aneg & bpos) | (ule & aneg) | (ule & bpos);
   wire le = s ? sle : ule;
   wire lt = le & ~eq;
   wire gt = ~le;
   wire ge = ~lt;
   assign xtout = {lt, le, eq, ge, gt};
endmodule
</file>
<file path="run.sh">
#!/bin/bash
# OpenROAD 26Q1-2900-gdf79404cd8, Yosys 0.63+post, stock flow scripts
make -C /OpenROAD-flow-scripts/flow DESIGN_CONFIG=/design/flow/config.mk WORK_HOME=/design/flow/orfs finish
</file>
<file path="config.mk">
export PLATFORM = sky130hd
export DESIGN_NAME = xtassenflop
export DESIGN_NICKNAME = xtassenflop
export VERILOG_FILES = /design/flow/design.v
export SDC_FILE = /design/flow/constraint.sdc
export NUM_CORES = 4
export LEC_CHECK = 1
export CORE_AREA = 10 10 110 110
export DIE_AREA = 0 0 120 120
</file>
<file path="constraint.sdc">
current_design xtassenflop

set clk_period 1.3
set clk_io_pct 0.2

create_clock -name clk0 -period $clk_period [get_ports {clk}]

set non_clock_inputs [all_inputs -no_clocks]
set_input_delay [expr $clk_period * $clk_io_pct] -clock clk0 $non_clock_inputs
set_output_delay [expr $clk_period * $clk_io_pct] -clock clk0 [all_outputs]
</file>
==> flow_metrics.tcl <==
# place-and-route summary
set metrics [dict create \
    cts.sinks 32 \
    pwr-share-comb_pct 29.6 \
    via_per_inst 3.62 \
    startpoint_type "flip-flop" \
    hold_viol 4 \
    cts_buffers 5 \
    warnings 25 \
    crit_start "acenflop_i.tmp[15]" \
    required_ns 1.04 \
    r2r_end "acenflop_i.tmp[22]" \
    initCoreUtil_pct 18.2 \
    areaGrowthSynthToFinish_pct 73.1 \
    hp-class "in -> async" \
    wire_per_inst_microns 11.1 \
    track_usage_pct 6.91 \
    clock_latency_ns 0.27 \
    cp_max_fo 2 \
    holdWs_ns -0.00397 \
    ff2ff_path_depth 3 \
    slowest_stage "dfrtp_1" \
    leakagePower_nw 1.35 \
    h-tree-depth 2 \
    rsz0062_at_grt "false" \
    status "finished, violations left" \
    mostFrequentLayoutCell "buf_4" \
    gr-total-overflow 0 \
    yosysUniqueCellTypes 10 \
    largest_reg_flops 32 \
    worstReg2RegStart "acenflop_i.tmp[22]" \
    ant_nets 0 \
    netSwitchingFraction_pct 26.0 \
    syn_inst 167 \
    fp.dieW_microns 120 \
    cts_buffer_depth 2 \
    numSynthFlops 32 \
    peakVddDrop_uv 376 \
    first_global_vias 1770 \
    numPortBuffers 98 \
    cts-root-buf "clkbuf_8" \
    finalWorstPathRequiredPeriod_ns 1.23 \
    critPathTopFamily "flip-flops" \
    ys_cells 167 \
    seq_power_share_pct 42.3 \
    dp_hpwl_microns 3850 \
    worst-path-buf-inv 1 \
    critPathKind "reg -> out" \
    crit_path_max_incr_delay_ns 0.38 \
    slew-limit-headroom_pct 70.9 \
    ys_area_sq_mm 0.00177 \
    yosysWarningCount 1 \
    rrSetupSlack_ns 0.51 \
    io_pins 99 \
    worstMarginPinSlew_ns 0.436 \
    clk_transition_reported_paths_ns 0.07 \
    fillerInstances 1033 \
    lay_top_cells "buf_4 (38), xor2_1 (32), xnor2_1 (32), dfrtp_1 (32), clkdlybuf4s50_1 (32)" \
    dr.first_iter.drc_count 60 \
    fmax_mhz 811 \
    path_cells "xor2_1 > clkdlybuf4s15_1" \
    drv_cap 0 \
    rows 36 \
    pwr-share-clk_pct 28.1 \
    drt-pass1-iter-count 4 \
    setup_viol 0 \
    maxSlewViolCount 0 \
    switching_power_uw 738 \
    fp.dieH_microns 120 \
    top_register "acenflop_i.tmp" \
    antenna_found_initial 0 \
    avgSynthCellArea_sq_um 10.6 \
    drive_gt1_share_pct 30.4 \
    core_sq_mm 0.00977 \
    powerDensity_mw_per_mm2 923 \
    gp_congestion 0.740 \
    critical_path_arrival_ns 0.97 \
    end_kind "output pin" \
    finalClockSkew_ns 0 \
    cts_tree "yes" \
    synthesis.area_sq_mm 0.00177 \
    min_period_over_period_pct 94.9 \
    stdcell_area_sq_mm 0.00307 \
    chipArea_sq_mm 0.0144 \
    drc_errors 0 \
    total_power_mw 2.84 \
    grt_max_degree 39 \
    p_int_mw 2.10 \
    routed_wl_microns 4880 \
    ys_seq_share_pct 45.1 \
    violations "hold timing" \
    largestRegisters "acenflop_i.tmp x32" \
    dpl-instance-area_sq_mm 0.00309 \
    antenna_cells 0 \
    via_count 1590 \
    grt_pass1_wl_microns 8400 \
]
-- cells in the mapped netlist (all sizes together) --
cell / instances / area share (%)
dfrtp: 32 / 45
nor2: 32 / 7.9
buf: 7 / 4.7
a21oi: 32 / 11
xor2: 32 / 16
xnor2: 32 / 16
-- per-stage QoR --
stage          util (%)  instances  TNS, ns  worst slack, ns
5_1_grt            31.4        439        0          0.00250
6_report           31.4        439        0           0.0662
3_3_place_gp       31.7        423   -11.09           -0.391
2_1_floorplan         -        167        0            0.542
3_5_place_dp       31.7        423   -11.26           -0.390
4_1_cts            31.7        436        0          0.00122
-- area by class of cell --
cell class | instances | area (sq um) | share of cell area (%)
Tap cell | 133 | 166 | 5.42
Sequential cell | 32 | 801 | 26.1
Multi-Input combinational cell | 128 | 891 | 29.0
Clock buffer | 8 | 90.1 | 2.93
Timing Repair Buffer | 138 | 1120 | 36.6
-- routing by layer --
| metal | routed length, microns | vias up | share of wire, % | GRT usage [%] |
|---|---|---|---|---|
| met5 | 0 | - | 0 | 0 |
| met4 | 29 | 0 | 0.59 | 0.528 |
| met3 | 475 | 4 | 9.7 | 2.95 |
| met2 | 2240 | 60 | 46 | 11.4 |
| met1 | 2140 | 718 | 44 | 8.62 |
| li1 | - | 808 | - | - |
-- power by group through the flow --
stage / clock network [mW] / registers (mW) / logic (mW)
5_1_grt: 0.903 / 1.22 / 0.955
6_report: 0.797 / 1.20 / 0.838
4_1_cts: 0.867 / 1.20 / 0.883
-- worst max path at each step --
stage            to  cells after the start
4_1_cts   xtout[13]                      2
5_1_grt   xtout[15]                      2
6_report  xtout[15]                      2
-- what timing repair did --
item                                    4_1_cts  5_1_grt
setup buffers                                 5        3
endpoints found under the setup margin       32       18
endpoints found under the hold margin         0        0
resized                                     111       15
pin swaps                                    25       14
hold buffers                                  0        0
-- kinds of logic after synthesis --
family	synth area share (%)
AOI/OAI and AO/OA	10.7
xor gates and xnor gates	31.6
buffers and inverters	4.65
DFF	45.1
and+or+nand+nor	7.90
Power is estimated from default activity; no workload was simulated.
